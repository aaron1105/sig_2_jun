<file path="flow/config.mk">
export PLATFORM = sky130hd
export DESIGN_NAME = traffic
export DESIGN_NICKNAME = traffic
export VERILOG_FILES = /design/flow/design.v
export SDC_FILE = /design/flow/constraint.sdc
export NUM_CORES = 4
export LEC_CHECK = 1
export CORE_AREA = 10 10 76 76
export DIE_AREA = 0 0 86 86
</file>
<file path="flow/constraint.sdc">
current_design traffic

set clk_period 2.6
set clk_io_pct 0.2

create_clock -name clk0 -period $clk_period [get_ports {clk}]

set non_clock_inputs [all_inputs -no_clocks]
set_input_delay [expr $clk_period * $clk_io_pct] -clock clk0 $non_clock_inputs
set_output_delay [expr $clk_period * $clk_io_pct] -clock clk0 [all_outputs]
</file>
<file path="flow/design.v">
`timescale 1ns / 1ps
module traffic(f_n,f_s,f_e,f_w,s_n,s_s,s_e,s_w,clk,rst);
	output reg[2:0] f_n;
	output reg[2:0] f_s;
	output reg[2:0] f_e, f_w;
	output reg[2:0] s_n;
	output reg[2:0] s_s;
	output reg[2:0] s_e, s_w;
	input clk,rst;
	reg[2:0] state;
	parameter [2:0] north = 3'b000;
   parameter [2:0] south=3'b010;
   parameter [2:0] east=3'b100;
   parameter [2:0] west=3'b110;
	reg [2:0] count;
	always @(posedge clk, posedge rst)
		begin
			if(rst)
				begin
					state = north;
					count = 3'b000;
				end
			else
				begin
					case(state)
					north:
						begin
							if(count==3'b111)
								begin
									count = 3'b0;
									state = south;
								end
							else
								begin
									count = count + 3'b001;
									state = north;
								end
							end
               south :
                    begin
                        if (count==3'b111)
                            begin
                            count=3'b0;
                            state=east;
                            end
                        else
                            begin
                            count=count+3'b001;
                            state=south;
                        end
                    end
            east :
                begin
                    if (count==3'b111)
                        begin
                        count=3'b0;
                        state=west;
                        end
                    else
                        begin
                        count=count+3'b001;
                        state=east;
                        end
                    end
            west :
                begin
                    if (count==3'b111)
                        begin
                        state=north;
                        count=3'b0;
                        end
                    else
                        begin
                        count=count+3'b001;
                        state=west;
                        end
                    end
            endcase  
        end  
    end 
	 always @(state)
     begin
         case (state)
            north :
                begin
                    f_n = 3'b001;
                    f_s = 3'b100;
                    f_e = 3'b100;
                    f_w = 3'b100;
						  s_n = 3'b001;
						  s_s = 3'b100;
                    s_e = 3'b100;
                    s_w = 3'b100;
                end  
            south :
                begin
                    f_n = 3'b100;
                    f_s = 3'b001;
                    f_e = 3'b100;
                    f_w = 3'b100;
						  s_n = 3'b100;
                    s_s = 3'b001;
                    s_e = 3'b100;
                    s_w = 3'b100;
                end  
            west :
                begin
					     #30;
                    f_n = 3'b100;
                    f_s = 3'b100;
                    f_e = 3'b100;
                    f_w = 3'b001;
						  s_n = 3'b100;
                    s_s = 3'b100;
                    s_e = 3'b100;
                    s_w = 3'b001;
                end  
				east :
                begin
                    f_n = 3'b100;
                    f_s = 3'b100;
                    f_e = 3'b001;
                    f_w = 3'b100;
						  #30;
						  s_n = 3'b100;
                    s_s = 3'b100;
                    s_e = 3'b001;
                    s_w = 3'b100;
                end  
			endcase  
     end  
endmodule
</file>
<file path="flow/run.sh">
#!/bin/bash
# OpenROAD 26Q1-2900-gdf79404cd8, Yosys 0.63+post, stock flow scripts
make -C /OpenROAD-flow-scripts/flow DESIGN_CONFIG=/design/flow/config.mk WORK_HOME=/design/flow/orfs finish
</file>
==> flow_summary.html <==
<h3>Flow metrics</h3>
<table>
<tr><th>Metric</th><th>Value</th></tr>
<tr><th colspan="2">Layout</th></tr>
<tr><td>Core Util, Final</td><td>18.67%</td></tr>
<tr><td>Fill cell count</td><td>446</td></tr>
<tr><td>Layout Area Growth over Synthesis</td><td>31.48%</td></tr>
<tr><td>Fraction of layout instances using a drive strength above 1</td><td>between 10% and 20%</td></tr>
<tr><td>Final design instance area without fill</td><td>768.2 um2</td></tr>
<tr><th colspan="2">Detailed routing</th></tr>
<tr><td>Number of detailed-routing iterations run before antenna repair</td><td>2</td></tr>
<tr><td>Number of vias after detailed routing</td><td>approximately 340</td></tr>
<tr><td>Total wire length after detailed routing</td><td>988 um</td></tr>
<tr><td>Via-per-instance ratio</td><td>2.922</td></tr>
<tr><td>DRC errors left</td><td>0</td></tr>
<tr><td>Initial DRC count</td><td>2</td></tr>
<tr><td>ANT cells</td><td>0</td></tr>
<tr><td>Average detailed-routed wire length per instance</td><td>approximately 8.5 um</td></tr>
<tr><td>Routed Antenna Nets</td><td>0</td></tr>
<tr><th colspan="2">Placement</th></tr>
<tr><td>Placement Cell Area</td><td>723.2 um2</td></tr>
<tr><td>Port Buffers</td><td>17</td></tr>
<tr><td>Routability Congestion</td><td>0.7281</td></tr>
<tr><td>Half-perimeter wire length after detailed placement</td><td>roughly 870 um</td></tr>
<tr><th colspan="2">Synthesis</th></tr>
<tr><td>Average instance area after synthesis</td><td>10.82 um2</td></tr>
<tr><td>Cell area after synthesis</td><td>584.3 um2</td></tr>
<tr><td>Cell taking the most area after synthesis</td><td>sky130_fd_sc_hd__dfrtp_1</td></tr>
<tr><td>Cell count after synthesis</td><td>54</td></tr>
<tr><td>Number of cell instances after yosys synthesis</td><td>54</td></tr>
<tr><td>Register bit total from synthesis</td><td>15</td></tr>
<tr><td>Proportion of netlist area held by the largest area contributor</td><td>25.70%</td></tr>
<tr><td>Area figure in the yosys stat output</td><td>584.3 um2</td></tr>
<tr><td>Main area contributors</td><td>sky130_fd_sc_hd__dfrtp_1 (26%), sky130_fd_sc_hd__buf_4 (21%), sky130_fd_sc_hd__dlxtn_1 (21%)</td></tr>
<tr><td>Synth Warn #</td><td>1</td></tr>
<tr><td>Count of different cell masters after synthesis</td><td>14</td></tr>
<tr><th colspan="2">Global route</th></tr>
<tr><td>Number of global-route vias before repair</td><td>373</td></tr>
<tr><td>Combined global-route utilization of all metal layers</td><td>2.583%</td></tr>
<tr><td>Global route total overflow</td><td>0</td></tr>
<tr><td>Global-route wire length before repair</td><td>1.628 mm</td></tr>
<tr><td>Largest net degree at the start of global routing</td><td>12</td></tr>
<tr><td>Number of antenna violations at the first check in global routing</td><td>0</td></tr>
<tr><th colspan="2">Pwr</th></tr>
<tr><td>Worst IR drop on VDD</td><td>113.1 uV</td></tr>
<tr><td>Internal power</td><td>~0.22 mW</td></tr>
<tr><td>Power per cell area</td><td>between 300 and 400 nW/um2</td></tr>
<tr><td>Part of the power in the clock network</td><td>between 50% and 60%</td></tr>
<tr><td>P_sw</td><td>0.04422 mW</td></tr>
<tr><td>Total power</td><td>roughly 0.26 mW</td></tr>
<tr><td>Leakage power</td><td>0.3697 nW</td></tr>
<tr><td>Switching fraction of total power</td><td>16.96%</td></tr>
<tr><td>Sequential power share</td><td>42.0%</td></tr>
<tr><td>Power share of the combinational group</td><td>1.7%</td></tr>
<tr><th colspan="2">Floorplanning</th></tr>
<tr><td>Floorplan Core Area</td><td>4115 um2</td></tr>
<tr><td>Die span in y</td><td>86 um</td></tr>
<tr><td>Starting density of the core</td><td>14.20%</td></tr>
<tr><td>Horizontal die dimension</td><td>86 um</td></tr>
<tr><td>Overall die area</td><td>roughly 7400 um2</td></tr>
<tr><td>Number of cell rows</td><td>23</td></tr>
<tr><td>Number of ports placed on the die boundary</td><td>26</td></tr>
<tr><th colspan="2">Setup path</th></tr>
<tr><td>Type of the worst setup path</td><td>reg -&gt; reg</td></tr>
<tr><td>R2R depth</td><td>2</td></tr>
<tr><td>Cell family with the largest share of critical-path delay</td><td>simple AND/OR/NAND/NOR gates</td></tr>
<tr><td>Crit path DRT</td><td>2700 ps</td></tr>
<tr><td>Series of cell instances along the critical path</td><td>nor4_4 &gt; mux2_2</td></tr>
<tr><td>CP arrival</td><td>1580 ps</td></tr>
<tr><td>Critical-path top delay cell</td><td>sky130_fd_sc_hd__nor4_4</td></tr>
<tr><td>Kind of capture point of the worst setup path</td><td>flip-flop</td></tr>
<tr><td>Worst path buffer plus inverter count</td><td>0</td></tr>
<tr><td>Endpoint of the worst-slack reg-to-reg timing path</td><td>count[1]</td></tr>
<tr><td>Setup slack of the worst register-to-register path</td><td>1130 ps</td></tr>
<tr><td>Highest net fanout along the worst path</td><td>11</td></tr>
<tr><td>Slowest cell delay on critical path</td><td>540 ps</td></tr>
<tr><td>Worst path depth</td><td>2</td></tr>
<tr><td>Startpoint class of the critical path</td><td>flip-flop</td></tr>
<tr><th colspan="2">Worst hold path</th></tr>
<tr><td>WHS Path Cells</td><td>1</td></tr>
<tr><td>Startpoint of the most critical hold path</td><td>count[1]</td></tr>
<tr><td>Hold WC Path Type</td><td>reg -&gt; reg</td></tr>
<tr><td>Endpoint, Worst Hold</td><td>count[1]</td></tr>
<tr><th colspan="2">Final timing</th></tr>
<tr><td>Final setup violating endpoints</td><td>0</td></tr>
<tr><td>Count of unclocked register or latch pins</td><td>8</td></tr>
<tr><td>Count of endpoints without a timing constraint</td><td>24</td></tr>
<tr><td>Achievable frequency</td><td>678.2 MHz</td></tr>
<tr><td>Layout Skew</td><td>1.042 ps</td></tr>
<tr><td>Final setup TNS</td><td>0 ps</td></tr>
<tr><td>Max-Slew Margin vs Limit</td><td>64.28%</td></tr>
<tr><td>Max-slew violation count</td><td>0</td></tr>
<tr><td>Setup repair after global routing missed its margin</td><td>no</td></tr>
<tr><td>Final tally of hold violations</td><td>0</td></tr>
<tr><td>Measured slew at the worst slew-check pin</td><td>around 530 ps</td></tr>
<tr><td>Post-layout min period</td><td>1475 ps</td></tr>
<tr><td>Post-route fraction of the period consumed by the critical path</td><td>56.71%</td></tr>
<tr><th colspan="2">Job</th></tr>
<tr><td>Max-Cap Viols</td><td>0</td></tr>
<tr><td>Number of logged tool warnings</td><td>26</td></tr>
<tr><th colspan="2">Clocking</th></tr>
<tr><td># hold bufs at CTS</td><td>0</td></tr>
<tr><td>Deepest clock path buffer count</td><td>2</td></tr>
<tr><td>Clock transition time at the flip-flop clock pins of the worst setup and hold paths</td><td>about 40 ps</td></tr>
<tr><td>Skew-Pair Late Insertion Delay</td><td>about 220 ps</td></tr>
<tr><td>Clk root buf</td><td>sky130_fd_sc_hd__clkbuf_8</td></tr>
<tr><td>TritonCTS clock tree</td><td>done</td></tr>
<tr><td>H-tree levels</td><td>1</td></tr>
<tr><td>Post-CTS setup-driven buffer insertion count</td><td>0</td></tr>
<tr><td>CTS-repair resized insts</td><td>0</td></tr>
<tr><td>Total CTS buffers</td><td>3</td></tr>
<tr><th colspan="2">Run status</th></tr>
<tr><td>Run status</td><td>finished, final reports clean</td></tr>
</table>
## metal layers
| metal | up-vias | track usage, % | share of wire (%) |
|---|---|---|---|
| li1 | 169 | - | - |
| met1 | 148 | 2.770 | 43 |
| met2 | 22 | 3.719 | 36 |
| met3 | 0 | 2.383 | 21 |
| met4 | 0 | 0.4491 | 0 |
| met5 | - | 0 | 0 |
## cell usage in the layout, fill, tap and decap left out, types with 3 or more instances in the layout
master,synthesis,routed
sky130_fd_sc_hd__clkbuf_8,0,3
sky130_fd_sc_hd__nand2_1,3,3
sky130_fd_sc_hd__mux2_2,4,4
sky130_fd_sc_hd__o21ai_0,3,3
sky130_fd_sc_hd__inv_1,5,5
sky130_fd_sc_hd__ha_1,3,3
sky130_fd_sc_hd__clkdlybuf4s50_1,0,17
sky130_fd_sc_hd__conb_1,1,8
sky130_fd_sc_hd__dfrtp_1,6,6
sky130_fd_sc_hd__dlxtn_1,8,8
## logic make-up (layout without fill, tap and decap cells)
logic type | after synthesis | count (layout) | share of synthesized area, %
other | 1 | 8 | 0.6418
latches | 8 | 8 | 20.56
adder cells (fa/ha/maj) | 3 | 3 | 6.425
AND-OR/OR-AND | 3 | 3 | 2.569
buffers and inverters | 21 | 26 | 23.77
AND/OR/NAND/NOR | 7 | 7 | 8.136
flip-flops | 7 | 7 | 30.19
multiplexers | 4 | 4 | 7.708
## through the flow
stage	std cells	hold WS, ps	worst slack [ps]
finish	116	517.2	1126
global route	116	550.6	1039
CTS	116	520.2	1120
detailed placement	112	505.6	1123
global placement	112	494.1	1172
floorplan	61	322.7	1254
## power groups by stage
stage,combinational (mW),sequential (mW),clock [mW]
4_1_cts,0.00514,0.110,0.153
6_report,0.00444,0.110,0.147
5_1_grt,0.00602,0.109,0.161
## synthesized netlist by cell type
cell type,n
sky130_fd_sc_hd__nand2_1,3
sky130_fd_sc_hd__nor2_1,1
sky130_fd_sc_hd__o21ai_0,3
sky130_fd_sc_hd__buf_4,16
sky130_fd_sc_hd__inv_1,5
sky130_fd_sc_hd__mux2_2,4
sky130_fd_sc_hd__conb_1,1
sky130_fd_sc_hd__nor2b_1,1
sky130_fd_sc_hd__nor3_1,1
sky130_fd_sc_hd__dfstp_2,1
sky130_fd_sc_hd__ha_1,3
sky130_fd_sc_hd__dfrtp_1,6
sky130_fd_sc_hd__nor4_4,1
sky130_fd_sc_hd__dlxtn_1,8
## final cells by class
class                           instances  area (um2)  area share, %
Clock buffer                            4       45.04          5.863
Inverter                                5       18.77          2.443
Multi-Input combinational cell         25       175.2          22.80
Sequential cell                        15       296.5          38.60
Tap cell                               50       62.56          8.143
Timing Repair Buffer                   17       170.2          22.15
## how the worst max path moves through the flow
stage,start,end
4_1_cts,flip-flop,count[1]
5_1_grt,flip-flop,count[1]
6_report,flip-flop,count[1]
Power figures rest on the tool's default switching activity, not on a simulated workload.
